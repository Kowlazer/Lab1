===== flow/design.v =====
`timescale 1ns / 1ps
module motors_mini_proj(
    input clock,
    input [7:0] sw,
    output LeftPWMOut,
    output RightPWMOut,
    output reg [3:0] TankDir = 4'b0000  
    );
    wire [5:0] speed;  
    assign speed = sw[5:0];
    wire pwm_L, pwm_R;
    assign LeftPWMOut = pwm_L;
    assign RightPWMOut = pwm_R;
    motors_pwm L(
        .clk(clock),
        .duty(speed),
        .PWM_output(pwm_L)
    );
    motors_pwm R(
            .clk(clock),
            .duty(speed),
            .PWM_output(pwm_R)
        );
    always@(posedge clock)
        begin
            case(sw[7:6])
                2'b00: TankDir <= 4'b0110;  
                2'b11: TankDir <= 4'b1001;  
                2'b10: TankDir <= 4'b1010;  
                2'b01: TankDir <= 4'b0101;  
                default: TankDir <= 4'b0000;  
            endcase
        end
endmodule
`timescale 1ns / 1ps
module motors_pwm(
	input clk,
	input [5:0] duty,
	output reg PWM_output = 0
);
	reg [5:0] count = 0;
	always@(posedge clk)
	begin
		count <= count + 1;
		PWM_output <= (count < duty);
	end
endmodule

===== flow/run.sh =====
#!/bin/bash
# OpenROAD 26Q1-2900-gdf79404cd8, Yosys 0.63+post, stock flow scripts
make -C /OpenROAD-flow-scripts/flow DESIGN_CONFIG=/design/flow/config.mk WORK_HOME=/design/flow/orfs finish

===== flow/config.mk =====
export PLATFORM = sky130hd
export DESIGN_NAME = motors_mini_proj
export DESIGN_NICKNAME = motors_mini_proj
export VERILOG_FILES = /design/flow/design.v
export SDC_FILE = /design/flow/constraint.sdc
export NUM_CORES = 4
export LEC_CHECK = 1
export CORE_AREA = 10 10 82 82
export DIE_AREA = 0 0 92 92

===== flow/constraint.sdc =====
current_design motors_mini_proj

set clk_period 1.7
set clk_io_pct 0.2

create_clock -name clk0 -period $clk_period [get_ports {clock}]

set non_clock_inputs [all_inputs -no_clocks]
set_input_delay [expr $clk_period * $clk_io_pct] -clock clk0 $non_clock_inputs
set_output_delay [expr $clk_period * $clk_io_pct] -clock clk0 [all_outputs]

==> impl_metrics.yaml <==
# flow metrics
outcome:
  outcome: "completed"
critical_path:
  worst_r2r_startpoint: "L.count[3]$_DFF_P_"
  r2r_cells: 3
  critical_path.slowest_cell: "clkdlybuf4s50_1"
  setup.reg_to_reg.worst_slack_ns: 0.57
  timing.critical_path.cells: "clkdlybuf4s50_1 > inv_1 > ha_1 > nand4_1 > o221a_2"
  worst_ep_required_time_ns: 1.84
  critPathCaptureType: "register"
  cpPeakStageDelay_ns: 0.46
  crit_start_category: "input pin"
  critical_path_class: "in -> reg"
  critPathArrivalTime_ns: 1.53
  critPathMaxFanout: 3
  r2r-end: "L.PWM_output$_DFF_P_"
detailed_routing:
  drc: 0
  detailedRoute.firstPassIterationCount: 4
  totalWireLength_microns: 1280
  wire_per_inst_microns: 8.23
  first_iter_violations: 14
  route.antenna.remaining_nets: 0
  viasPerCell: 3.10
  via_count_of_the_routed_design: 480
  antennaDiodeCount: 0
clock_tree:
  htree_levels: 1
  clk_root_buffer_cell: "clkbuf_8"
  post_cts_hold_buffer_count: 0
  cts_buffers: 3
  cts_resized: 0
  clock-sinks: 18
  worst_setup_hold_path_clk_slew_ns: 0.07
  cts_post_setup_buffers_inserted: 0
  cts_tree: "done"
  clock_latency_ns: 0.25
  clk_path_buf_depth: 2
timing:
  max-slew-margin-rel: 0.877
  timing_worst_slew_pin_value_ns: 0.185
  timing_hold_violations_final: 0
  tns_ns: 0
  report.final.slew_viol_count: 0
  setup_viol: 0
  fmaxAchievable_mhz: 718
  layout_min_cycle_time_ns: 1.39
  rsz0062_at_grt: "false"
  post_route_clock_period_utilization: 0.819
  fin_worst_skew_ns: 0.00153
grt:
  gr-total-overflow: 0
  grt_pass1_vias: 546
  grt_start_max_net_pins: 11
  grt_pass1_wl_microns: 2480
  antenna_found_initial: 0
  grt.total_usage: 0.0353
floorplanning:
  io-pin-count: 15
  initial_core_util: 0.150
  core-area_sq_um: 5070
  rows: 26
  fp.dieW_microns: 92
  chipArea_sq_um: 8460
  die_extent_in_y_microns: 92
synthesis:
  ys_seq_elements: 18
  syn_inst: 69
  ys_seq_share: 0.474
  yosysWarnings: 2
  yosys-stat-cells: 69
  synth.avg_cell_area_sq_um: 11.0
  post_synthesis_instance_area_sq_um: 759
  ys_chip_area_sq_um: 759
  netlist-cell-type-count: 14
finish:
  layout.cells.non_filler: 155
  drive_above_1_share: 0.118
  layout_top_cell: "dfxtp_1"
  most-common-layout-cells: "dfxtp_1, clkdlybuf4s50_1, ha_1"
  area_growth_pct: 36.2
power_and_ir_drop:
  power.density_nw_per_um2: 793
  peakVddDrop_v: 0.000448
  cellLeakagePower_nw: 0.452
placed_design:
  place.detailed.instances: 151
  port-buffer-count: 14
  dp_hpwl_microns: 1060
  finalWeightedCongestion: 0.713
worst_hold_path:
  hold_start: "R.count[0]$_DFF_P_"
  whs_endpoint: "R.count[0]$_DFF_P_"
  hp-class: "reg -> reg"
  worstHoldPathCells: 1
run:
  stage_log_warnings: 25
  maxCapViolCount: 0
critical path: cells and delay by family:
family / cells / cell delay, ns
AOI/OAI and AO/OA: 1 / 0.27
and+or+nand+nor: 1 / 0.09
buffers and inverters: 2 / 0.52
adders and majority gates: 1 / 0.31
worst max-delay path by stage:
stage / startpoint / to / slack [ns] / cells past startpoint
CTS: R.PWM_output$_DFF_P_ / RightPWMOut / 0.31 / 1
global route: sw[5] / L.PWM_output$_DFF_P_ / 0.22 / 5
finish: sw[5] / L.PWM_output$_DFF_P_ / 0.31 / 5
registers in the layout, indices dropped and copies added, names as in the netlist:
register,flops
L.count,6
R.PWM_output,1
R.count,6
L.PWM_output,1
TankDir,4
synthesized netlist by cell type:
library cell  number  share of area
dfxtp_1           18           0.47
and3_4             2          0.030
xnor2_1            4          0.046
nand2_1            2         0.0099
a21oi_1            6          0.040
xor2_1             4          0.046
nand3_2            2          0.026
ha_1              12           0.20
clkbuf_1           2         0.0099
o221a_2            2          0.030
nand2b_1           2          0.016
nand3_1            2          0.013
inv_1              9          0.044
nand4_1            2          0.016
per-stage QoR:
stage	worst slack [ns]	total power, mW	util	instance area, sq um	hold WS [ns]
2_1_floorplan	0.577	0.455	-	759	0.378
3_3_place_gp	0.0600	0.488	0.193	980	0.394
3_5_place_dp	0.0510	0.488	0.193	980	0.397
4_1_cts	0.315	0.843	0.204	1030	0.415
5_1_grt	0.217	0.871	0.204	1030	0.429
6_report	0.308	0.821	0.204	1030	0.407
kinds of logic after synthesis:
family	synth area share
flops	0.474
fa+ha+maj	0.198
simple gates	0.112
buf+inv	0.0544
compound gates	0.0692
xor+xnor	0.0922
layer usage:
layer / global-route usage / wire length (microns) / part of all wire
met5: 0 / 0 / 0
met4: 0.00386 / 21 / 0.016
met3: 0.0264 / 178 / 0.14
met2: 0.0529 / 469 / 0.37
met1: 0.0409 / 608 / 0.48
final cells by class:
cell class / instances / area, sq um
sequential: 18 / 360
tap: 70 / 87.6
inverter: 9 / 33.8
clock buffer: 4 / 55.1
multi-input combinational: 40 / 358
fill: 564 / 4040
timing repair buffer: 14 / 140
where the power goes:
part,switching (mW),internal (mW),total (mW),leakage [nW]
Clock,0.138,0.205,0.343,0.0288
Combinational,0.0163,0.0328,0.0491,0.277
Sequential,0.00121,0.427,0.428,0.147
Power figures rest on the tool's default switching activity, not on a simulated workload.
